`flow/run.sh`:
```
#!/bin/bash
# OpenROAD 26Q1-2900-gdf79404cd8, Yosys 0.63+post, stock flow scripts
make -C /OpenROAD-flow-scripts/flow DESIGN_CONFIG=/design/flow/config.mk WORK_HOME=/design/flow/orfs finish
```
`flow/config.mk`:
```
export PLATFORM = sky130hd
export DESIGN_NAME = i2c_controller
export DESIGN_NICKNAME = i2c_controller
export VERILOG_FILES = /design/flow/design.v
export SDC_FILE = /design/flow/constraint.sdc
export NUM_CORES = 4
export LEC_CHECK = 1
export CORE_UTILIZATION = 30
```
`flow/constraint.sdc`:
```
current_design i2c_controller

set clk_period 2.6
set clk_io_pct 0.2

create_clock -name clk0 -period $clk_period [get_ports {clk}]

set non_clock_inputs [all_inputs -no_clocks]
set_input_delay [expr $clk_period * $clk_io_pct] -clock clk0 $non_clock_inputs
set_output_delay [expr $clk_period * $clk_io_pct] -clock clk0 [all_outputs]
```
`flow/design.v`:
```
`timescale 1ns / 1ps
module i2c_controller (
    input wire clk,
    input wire rst,
    input wire [6:0] addr,
    input wire [7:0] wdata,
    input wire enable,
    input wire rw,  
    output reg [7:0] data_out,
    output wire ready,
    inout wire i2c_sda,
    inout wire i2c_scl
);
localparam IDLE        = 4'd0;
localparam START       = 4'd1;
localparam ADDRESS     = 4'd2;
localparam READ_ACK    = 4'd3;
localparam WRITE_DATA  = 4'd4;
localparam WRITE_ACK   = 4'd5;
localparam READ_DATA   = 4'd6;
localparam READ_ACK2   = 4'd7;
localparam STOP        = 4'd8;
reg [3:0] state;
reg [2:0] counter;
reg [7:0] saved_data;
reg [7:0] saved_addr;
reg sda_out;
reg write_enable;
reg i2c_scl_enable;
reg i2c_clk;
reg [7:0] clk_divider;
always @(posedge clk or posedge rst) begin
    if (rst) begin
        clk_divider <= 0;
        i2c_clk <= 0;
    end else begin
        clk_divider <= clk_divider + 1;
        if (clk_divider == 100) begin
            i2c_clk <= ~i2c_clk;
            clk_divider <= 0;
        end
    end
end
assign ready = (~rst) && (state == IDLE);
assign i2c_scl = i2c_scl_enable ? i2c_clk : 1'bz;
assign i2c_sda = write_enable ? sda_out : 1'bz;
always @(negedge i2c_clk or posedge rst) begin
    if (rst) begin
        i2c_scl_enable <= 0;
    end else begin
        if ((state == IDLE) || (state == START) || (state == STOP))
            i2c_scl_enable <= 0;
        else
            i2c_scl_enable <= 1;
    end
end
always @(posedge i2c_clk or posedge rst) begin
    if (rst) begin
        state <= IDLE;
        data_out <= 8'b0;
        counter <= 3'd7;
    end else begin
        case (state)
            IDLE: begin
                if (enable) begin
                    saved_addr <= {addr, rw};
                    saved_data <= wdata;
                    state <= START;
                end
            end
            START: begin
                counter <= 3'd7;
                state <= ADDRESS;
            end
            ADDRESS: begin
                if (counter == 0) state <= READ_ACK;
                else counter <= counter - 1;
            end
            READ_ACK: begin
                if (i2c_sda == 0) begin
                    counter <= 3'd7;
                    if (saved_addr[0] == 0) state <= WRITE_DATA;
                    else state <= READ_DATA;
                end else state <= STOP;
            end
            WRITE_DATA: begin
                if (counter == 0) state <= READ_ACK2;
                else counter <= counter - 1;
            end
            READ_DATA: begin
                data_out[counter] <= i2c_sda;
                if (counter == 0) state <= WRITE_ACK;
                else counter <= counter - 1;
            end
            WRITE_ACK: begin
                state <= STOP;
            end
            READ_ACK2: begin
                state <= STOP;
            end
            STOP: begin
                state <= IDLE;
            end
            default: state <= IDLE;
        endcase
    end
end
always @(negedge i2c_clk or posedge rst) begin
    if (rst) begin
        write_enable <= 1;
        sda_out <= 1;
    end else begin
        case (state)
            START: begin
                write_enable <= 1;
                sda_out <= 0;
            end
            ADDRESS: begin
                sda_out <= saved_addr[counter];
            end
            READ_ACK: begin
                write_enable <= 0;
            end
            WRITE_DATA: begin
                write_enable <= 1;
                sda_out <= saved_data[counter];
            end
            READ_DATA: begin
                write_enable <= 0;
            end
            WRITE_ACK: begin
                write_enable <= 1;
                sda_out <= 0;
            end
            STOP: begin
                write_enable <= 1;
                sda_out <= 1;
            end
        endcase
    end
end
endmodule
```
==> results.txt <==
Run status - aborted with a tool error
Step where the flow halted - clock tree synthesis (4_1_cts)
Run-stopping error - [error] [KeplerFormal.cpp:679] Workflow failed: Iso has multiple drivers: .i2c_sda0, i2c_sda$_DFFE_NP1P_.Q0
Count of pins on the block boundary - 30
Cells after Synth - 151
Synthesized chip area reported by yosys - 1980 sq um
Yosys cell count - 151
Die X - 83.3 um
Die boundary height - 83.3 um
Cts hold-fix bufs - 0
Post-synthesis instance area - 1980 sq um
Synth Warn # - 3
Yosys top cell by area - dfrtp_1
Initial Util - 31.2%
Top post-synthesis cells by count - dfrtp_1 (25), edfxtp_1 (16), inv_1 (13), nor2_1 (11), nand2_1 (10)
Final weighted congestion in routability-driven placement - 0.801
Number of enable flip-flop cells - 16
Half-perimeter wire length after detailed placement - 2.37 mm
Largest cells by area - dfrtp_1 (32%), edfxtp_1 (24%), dfstp_2 (6.6%)
Seq share, synth - 62.4%
Synth unique cells - 35
Number of placed cells counting well taps - 256
Fraction of synthesized cell area taken by the top area cell type - 31.5%
Top cell type by instance count after synthesis - dfrtp_1
Register pins left without a clock - 37
IO buf count - 27
Cell row count - 29
Commonest flop - dfrtp_1
Number of unconstrained endpoints - 62
Worst setup slack before clock tree synthesis - 0.579 ns
Cell at the root of the clock tree - clkbuf_8
Async set-or-reset flop fraction in the synthesized netlist - 65.2%
Largest buffer count on any clock path - 2
Post-CTS resize count - 0
Flop and latch count out of synthesis - 46
H-tree level count - 1
Average cell area after synthesis - 13.1 sq um
Buffers inserted during post-CTS setup optimization - 0
Number of buffers created by CTS - 3
[metrics by stage]
stage	hold slack [ns]	area, sq um
floorplan	0.442	1980
detailed placement	0.462	2360
global placement	0.470	2360
[cells by family after synthesis]
kind of cell / count (synthesis) / synth area share (%)
fa+ha+maj: 7 / 4.42
buf+inv: 16 / 3.41
simple gates: 49 / 12.2
compound gates: 19 / 6.88
xor+xnor: 6 / 2.65
mux: 8 / 8.08
flops: 46 / 62.4
